==> flow/config.mk <==
export PLATFORM = sky130hd
export DESIGN_NAME = CLA_16bit
export DESIGN_NICKNAME = CLA_16bit
export VERILOG_FILES = /design/flow/design.v
export SDC_FILE = /design/flow/constraint.sdc
export NUM_CORES = 4
export LEC_CHECK = 1
export CORE_AREA = 10 10 70 70
export DIE_AREA = 0 0 80 80
==> flow/constraint.sdc <==
current_design CLA_16bit

set clk_period 12.2
set clk_io_pct 0.2

create_clock -name clk0 -period $clk_period

set non_clock_inputs [all_inputs -no_clocks]
set_input_delay [expr $clk_period * $clk_io_pct] -clock clk0 $non_clock_inputs
set_output_delay [expr $clk_period * $clk_io_pct] -clock clk0 [all_outputs]
==> flow/design.v <==
module CLA_16bit (
    input [15:0] a, b,
    input cin,
    output [15:0] sum,
    output cout
);
    wire [3:0] c;
    CLA_4bit cla0 (.a(a[3:0]), .b(b[3:0]), .cin(cin), .sum(sum[3:0]), .cout(c[0]));
    CLA_4bit cla1 (.a(a[7:4]), .b(b[7:4]), .cin(c[0]), .sum(sum[7:4]), .cout(c[1]));
    CLA_4bit cla2 (.a(a[11:8]), .b(b[11:8]), .cin(c[1]), .sum(sum[11:8]), .cout(c[2]));
    CLA_4bit cla3 (.a(a[15:12]), .b(b[15:12]), .cin(c[2]), .sum(sum[15:12]), .cout(cout));
endmodule
module CLA_4bit (
    input [3:0] a, b,
    input cin,
    output [3:0] sum,
    output cout
);
    wire [3:0] p, g, c;
    assign p = a ^ b;  
    assign g = a & b;  
    assign c[0] = cin;
    assign c[1] = g[0] | (p[0] & cin);
    assign c[2] = g[1] | (p[1] & g[0]) | (p[1] & p[0] & cin);
    assign c[3] = g[2] | (p[2] & g[1]) | (p[2] & p[1] & g[0]) | (p[2] & p[1] & p[0] & cin);
    assign cout = g[3] | (p[3] & g[2]) | (p[3] & p[2] & g[1]) | (p[3] & p[2] & p[1] & g[0]) | (p[3] & p[2] & p[1] & p[0] & cin);
    assign sum = p ^ c[3:0];
endmodule
==> flow/run.sh <==
#!/bin/bash
# OpenROAD 26Q1-2900-gdf79404cd8, Yosys 0.63+post, stock flow scripts
make -C /OpenROAD-flow-scripts/flow DESIGN_CONFIG=/design/flow/config.mk WORK_HOME=/design/flow/orfs finish
==> summary.txt <==
The flow run is done. For this design, the slowest cell found on the critical path is clkdlybuf4s50_1. The launch point of the critical path was reported as a[6]. The worst setup path is captured at a primary output.

Post-cts resize count landed at 0. The longest incremental delay of any stage on the critical path is reported as 490 ps. Per STA, the worst path accumulates the most delay in the family AND-OR/OR-AND gates.

Starting DRC count in detailed routing landed at 3. Combined buffer and inverter count along the critical path landed at 2. Number of buffers inserted for hold repair after clock tree synthesis landed at 0. Maximum ir drop on the vdd rail landed at 0.01858 mV. The layout has 0 clock buffers. STA lists the maximum fanout along the critical path as 4. Global-route usage over all layers landed at 0.05642. Traced cell by cell, the critical path runs through clkdlybuf4s50_1, ha_1, a21o_1, a221o_1, a31o_1, a221o_1, fa_1, xor2_1, clkdlybuf4s50_1.

Number of top-level pins landed at 50. The first global-routing pass estimated 3042 um of wire. Sequential element share of the synthesized area landed at 0. Setup repair after global routing left no endpoint under its margin. Checking hold timing, the worst path is listed with class primary input to primary output.

After the flow finishes, the layout carries non-filler instances totaling 162. OpenROAD warning count landed at 32. The floorplan step set the die height to 80 um. Cell area after synthesis landed at 606.8 sq um. Fraction of the cycle the final worst path needs landed at 0.6405. The number of antenna violations at the first check in global routing came to 0. Post-synthesis instance total landed at 66.

The placement summary gives the final routability congestion estimate as 0.7658. At the floorplan stage, the core utilization is reported as 0.1777. Fraction of layout instances using a drive strength above 1 landed at 0.01724. Leakage dissipation landed at 0.5211 nW.

Number of slew-limit violations in the final report landed at 0. TritonRoute reported its final design rule violation total as 0. The detail route stage leaves a number of antenna-violating nets equal to 0. Layout overhead on the synthesized area landed at 91.96%.

Total core area landed at 0.003416 sq mm. Worst path required time landed at 9760 ps. The slew check shows that the tightest pin keeps a relative margin of 0.8754. By instance count after routing, the leading logic cell types are clkdlybuf4s50_1, ha_1, xnor2_1. Per the hold report, the tightest min-delay path originates at cin.

In the post-route report, total wirelength is listed as 1970 um. The report lists the power per cell area as 53.14 mW/mm^2. The layer flagged by global routing as most heavily used is met2.

Looking at the post-CTS report, the setup buffer insertion count equals 0. The critical path is of the primary input to primary output type. Global routing met3 resource utilization landed at 0.02045. STA classifies the critical path startpoint as a primary input. There are 0 flip-flops and latches.

According to the floorplan log, the row count is 21. Once routing completed, OpenROAD measured the worst setup slack at 4386 ps. Met2 layer usage reported by global route landed at 0.1100.

Synthesized area per cell landed at 9.194 sq um. First-pass iteration count of the detailed router landed at 2. Data on the critical path arrives at its endpoint at 5370 ps. The routed design could run at a clock period as short as 7814 ps. Number of global-route vias before repair landed at 729. Total antenna diodes in the routed design landed at 0.

The synthesis log from Yosys contains 0 warnings. Pre-CTS worst setup slack landed at 4391 ps. Entering global routing, the biggest net connects 5 pins. Fmax landed at 0.1280 GHz. Fraction of met1 tracks used by global routing landed at 0.05894. Slew of the pin with the lowest slew margin landed at 186.0 ps. HPWL reported at the end of detailed placement landed at 1867 um.

In this run, placement finished with an instance count of 162. Adding up every negative setup slack in the final design gives 0 ps. In the final layout, flip-flops and latches occupy 0 sq um. Setup violations remaining at the end of the flow were counted as 0.

The run finished with clean final reports. Per the cell usage report, the commonest logic cell in the layout is clkdlybuf4s50_1. The count of buffers added on input and output ports is 50. The overall die size recorded for this design is 0.006400 sq mm.

In the final routed layout, each cell accounts on average for 12.16 um. In this run, distinct cell masters in the synthesized netlist total 20. Detail-routed via count per cell landed at 4.086. Yosys reports a chip area of 606.8 sq um. Number of max-cap violations landed at 0. The global route stage reports its total congestion overflow as 0. Die width landed at 80 um. Number of failing hold endpoints at the final stage landed at 0.

Total number of vias landed at 662. After synthesis, the design contains 66 cells according to Yosys.
[logic make-up after synthesis]
kind of cell / share of synthesized area
simple gates: 0.07630
xor+xnor: 0.1732
compound gates: 0.2516
buf+inv: 0.03711
fa+ha+maj: 0.4619
[power breakdown]
| group | internal [W] | total, W | switching (W) |
|---|---|---|---|
| logic | 0.0000427 | 0.0000619 | 0.0000192 |
| registers | 0 | 0 | 0 |
| clock network | 0 | 0 | 0 |
| total | 0.0000427 | 0.0000619 | 0.0000192 |
[path summary, 6_finish.rpt]
| check | cells past startpoint | endpoint | slack, ps |
|---|---|---|---|
| min | 5 | sum[0] | 5960 |
| max | 9 | sum[13] | 4390 |
[metrics by stage]
stage	power (W)	area (sq um)	hold WS, ps	utilization
floorplan	0.00002290	606.8	4987	-
detailed placement	0.00006318	1165	5967	0.3410
finish	0.00006190	1165	5957	0.3410
global placement	0.00006272	1165	5954	0.3410
CTS	0.00006362	1165	5969	0.3410
global route	0.00006888	1165	5989	0.3410
[final cells by class]
class	count	area, sq um
Tap cell	46	57.56
Inverter	6	22.52
Fill cell	355	2251
Timing Repair Buffer	50	500.5
Multi-Input combinational cell	60	584.3
[per-layer routing]
metal | up-vias | wire (um) | part of all wire
li1 | 346 | - | -
met3 | 0 | 208 | 0.11
met2 | 22 | 1018 | 0.52
met1 | 294 | 743 | 0.38
met4 | 0 | 0 | 0
met5 | - | 0 | 0
[Yosys cell counts]
| cell type | count | share of area |
|---|---|---|
| a41oi_2 | 1 | 0.027 |
| a21o_1 | 7 | 0.087 |
| and3_1 | 1 | 0.010 |
| o22ai_1 | 1 | 0.010 |
| a31oi_1 | 2 | 0.021 |
| xor2_1 | 4 | 0.058 |
| o21bai_1 | 1 | 0.012 |
| nand3_1 | 1 | 0.0082 |
| a31o_2 | 1 | 0.014 |
| a221o_1 | 2 | 0.033 |
| xnor2_1 | 8 | 0.12 |
| ha_1 | 16 | 0.33 |
| inv_1 | 6 | 0.037 |
| nor2_1 | 2 | 0.012 |
| or2_1 | 1 | 0.010 |
| fa_1 | 4 | 0.13 |
| and4_1 | 1 | 0.014 |
| nor2b_1 | 2 | 0.021 |
| a21oi_1 | 4 | 0.033 |
| a31o_1 | 1 | 0.014 |
Power and IR drop assume default switching activity.
